===== ./config.mk =====
export PLATFORM = sky130hd
export DESIGN_NAME = top
export DESIGN_NICKNAME = top
export VERILOG_FILES = /design/flow/design.v
export SDC_FILE = /design/flow/constraint.sdc
export NUM_CORES = 4
export LEC_CHECK = 1
export CORE_UTILIZATION = 30

===== ./constraint.sdc =====
current_design top

set clk_period 2.8
set clk_io_pct 0.2

create_clock -name clk0 -period $clk_period [get_ports {sys_clk}]

set non_clock_inputs [all_inputs -no_clocks]
set_input_delay [expr $clk_period * $clk_io_pct] -clock clk0 $non_clock_inputs
set_output_delay [expr $clk_period * $clk_io_pct] -clock clk0 [all_outputs]

===== ./design.v =====
module baud_gen (
    input  wire sys_clk,    
    input  wire reset,      
    output reg  baud_tick   
);
    localparam COUNTER_LIMIT = 217;
    reg [$clog2(COUNTER_LIMIT)-1:0] counter;
    always @(posedge sys_clk or posedge reset) begin
        if (reset) begin
            counter <= 0;
            baud_tick <= 0;
        end else begin
            if (counter == COUNTER_LIMIT - 1) begin
                counter <= 0;
                baud_tick <= 1;
            end else begin
                counter <= counter + 1;
                baud_tick <= 0;
            end
        end
    end
endmodule
module detector (
    input  wire [3:0] data_in,  
    output wire       match     
);
    localparam PATTERN = 4'b0110;
    assign match = (data_in == PATTERN);
endmodule
module sipo_reg (
    input  wire       clk,         
    input  wire       reset,       
    input  wire       en,          
    input  wire       serial_in,   
    output reg  [7:0] parallel_out  
);
    always @(posedge clk or posedge reset) begin
        if (reset) begin
            parallel_out <= 8'b0;
        end else if (en) begin
            parallel_out <= {serial_in, parallel_out[7:1]};
        end
    end
endmodule
module top (
    input  wire sys_clk,    
    input  wire reset,      
    input  wire rx_in,      
    output wire match       
);
    wire baud_tick;
    wire serial_out;
    wire serial_valid;
    wire [7:0] sipo_out;
    wire match_async;
    baud_gen baud_gen_inst (
        .sys_clk(sys_clk),
        .reset(reset),
        .baud_tick(baud_tick)
    );
    uart_sampler uart_sampler_inst (
        .sys_clk(sys_clk),
        .reset(reset),
        .baud_tick(baud_tick),
        .rx_in(rx_in),
        .serial_out(serial_out),
        .serial_valid(serial_valid)
    );
    sipo_reg sipo_reg_inst (
        .clk(sys_clk),
        .reset(reset),
        .en(serial_valid),
        .serial_in(serial_out),
        .parallel_out(sipo_out)
    );
    wire match_comb;
    reg [7:0] sipo_out_reg;
    always @(posedge sys_clk or posedge reset) begin
        if (reset) begin
            sipo_out_reg <= 0;
        end else if (serial_valid) begin
            sipo_out_reg <= sipo_out;
        end
    end
    detector detector_inst (
        .data_in(sipo_out_reg[3:0]),
        .match(match_comb)
    );
    assign match = serial_valid & match_comb;
endmodule
module uart_sampler (
    input  wire       sys_clk,
    input  wire       reset,
    input  wire       baud_tick,
    input  wire       rx_in,
    output reg  [7:0] data_out,
    output reg        data_valid,
    output reg        serial_out,
    output reg        serial_valid
);
    localparam IDLE        = 2'b00;
    localparam START_BIT   = 2'b01;
    localparam SAMPLING    = 2'b10;
    localparam STOP_BIT    = 2'b11;
    reg [1:0] state;
    reg [2:0] bit_counter;  
    reg [7:0] shift_reg;
    always @(posedge sys_clk or posedge reset) begin
        if (reset) begin
            state <= IDLE;
            bit_counter <= 0;
            data_out <= 0;
            data_valid <= 0;
            shift_reg <= 0;
            serial_out <= 0;
            serial_valid <= 0;
        end else begin
            data_valid <= 0;
            serial_valid <= 0;
            case (state)
                IDLE: begin
                    if (~rx_in) begin
                        state <= START_BIT;
                    end
                end
                START_BIT: begin
                    if (baud_tick) begin
                        bit_counter <= 0;
                        state <= SAMPLING;
                    end
                end
                SAMPLING: begin
                    if (baud_tick) begin
                        serial_out <= rx_in;
                        serial_valid <= 1;
                        shift_reg <= {rx_in, shift_reg[7:1]};
                        if (bit_counter == 7) begin
                            state <= STOP_BIT;
                        end else begin
                            bit_counter <= bit_counter + 1;
                        end
                    end
                end
                STOP_BIT: begin
                    if (baud_tick) begin
                        data_out <= shift_reg;
                        data_valid <= 1;
                        state <= IDLE;
                    end
                end
                default: begin
                    state <= IDLE;
                end
            endcase
        end
    end
endmodule

===== ./run.sh =====
#!/bin/bash
# OpenROAD 26Q1-2900-gdf79404cd8, Yosys 0.63+post, stock flow scripts
make -C /OpenROAD-flow-scripts/flow DESIGN_CONFIG=/design/flow/config.mk WORK_HOME=/design/flow/orfs finish

==> metrics.yaml <==
critPathKind: "flip-flop to primary output"
ys_area_um2: 1150
routed_wl_um: 1610
setup_viol: 0
rows: 22
relSlewSlack: 0.742
first_pass_iters: 4
p_leak_nw: 0.578
root_buffer: "clkbuf_8"
min_period_ns: 2.19
vias: 692
dieArea_um2: 4090
largest_register_ffs: 8
syn_to_final_growth_pct: 11.8
die_y_um: 64.0
startpoint: "uart_sampler_inst.serial_valid"
via_per_inst: 4.52
cts_made_buffers: 3
avgRoutedWirePerCell_um: 10.5
io_buffers: 3
slowest_stage: "dfrtp_1"
r2r_start: "uart_sampler_inst.bit_counter[0]"
grt_usage: 0.0933
crit_fanout: 10
flop_cell: "dfrtp_1"
crit_chain: "nand2_1, nor4_1, clkdlybuf4s50_1"
worstMarginPinSlew_ns: 0.386
initCoreUtil: 0.315
drtIter0Drc: 33
edf_count: 0
dp_cells: 149
top_regs: "baud_gen_inst.counter x8, sipo_reg_inst.parallel_out x6, uart_sampler_inst.state x4"
hold_class: "flip-flop to flip-flop"
tns_ns: 0
cts.reportedPaths.clkPinSlew_ns: 0.09
avgSynthCellArea_um2: 11.6
yosysTopAreaCell: "dfrtp_1"
synth_area_um2: 1150
clk_path_buf_depth: 2
cts_tree: "yes"
rrSetupSlack_ns: 1.37
cp.arrival_ns: 1.63
fin_cells: 153
area_leaders: "dfrtp_1 56%, mux2_2 8.8%, ha_1 4.3%"
drv_cap: 0
max_freq_mhz: 457
max_stage_delay_ns: 0.56
power_density_nw_per_um2: 481
rsz0062_at_grt: "false"
cp-end-kind: "primary output"
cts.sinks: 27
overflow: 0
top_area_frac: 0.565
antenna_found_initial: 0
holdCritStartpoint: "sipo_reg_inst.parallel_out[6]"
finalClockPeriodUsage: 0.782
first_global_vias: 678
async_flop_share: 1.00
ys_cells: 99
yosys_warnings: 4
ys.flops: 27
grt_first_pass_wirelength_um: 2960
status: "completed"
grt_max_degree: 28
seq_area_frac_synth: 0.587
maxSlewViolCount: 0
hold_viol: 0
ant_nets: 0
syn_inst: 99
h-tree-depth: 1
fin_skew_ns: 0.00593
log.warning_count: 26
required_ns: 2.24
core_um2: 3660
cts-resized-gates: 0
place.gp.congestion: 0.833
yosysUniqueCellTypes: 23
io_pins: 4
drive_gt1_frac: 0.143
final_common_cell: "dfrtp_1"
final_cell_mix: "26 x dfrtp_1, 9 x mux2_2, 9 x nand2_1, 8 x inv_1, 7 x nand3_1"
drc_errors: 0
dp_hpwl_um: 1080
cts_setup_buffers: 0
n_antenna_cell: 0
fp.dieW_um: 64.0
ir_worst_vdd_mv: 0.313
start_kind: "flip-flop"
clock_latency_ns: 0.27
top_register: "baud_gen_inst.counter"
cts_hold_buf: 0
[synth_stat cells (2+ instances only)]
master    number
nand2_1        9
mux2_2         9
ha_1           4
inv_1          8
a22o_1         5
o21ai_0        6
nand3_1        7
xor2_1         2
nand2b_1       2
dfrtp_1       26
nand4_1        2
nor2_1         6
buf_2          2
xnor2_1        2
[worst max-delay path: cells and delay by family (launching register included)]
kind                   cells  cell delay [ns]
buffers and inverters      1             0.50
and+or+nand+nor            2             0.30
DFF                        1             0.56
[power by group]
group	total [mW]	switching, mW	internal, mW
clock network	0.219	0.118	0.101
registers	0.390	0	0.390
logic	0.0114	0.00789	0.00348
[layer usage]
layer,global-route usage,share of wire,vias to the layer above
li1,-,-,354
met1,0.135,0.53,331
met2,0.146,0.43,5
met3,0.0290,0.034,2
met4,0.00852,0.0050,0
met5,0,0,-
[area by class of cell]
cell class / instances / area (µm²)
Sequential cell: 27 / 677
Timing Repair Buffer: 4 / 37.5
Clock inverter: 1 / 7.51
Tap cell: 48 / 60.1
Inverter: 8 / 30.0
Fill cell: 350 / 2370
Clock buffer: 3 / 41.3
Multi-Input combinational cell: 62 / 435
[worst paths after layout]
| kind | cells past startpoint | end |
|---|---|---|
| worst max-delay path | 3 | match |
| worst min-delay path | 1 | sipo_reg_inst.parallel_out[5] |
| worst max register to register | 5 | uart_sampler_inst.bit_counter[0] |
| worst min register to register | 1 | sipo_reg_inst.parallel_out[5] |
| max in group asynchronous | 3 | uart_sampler_inst.state[0] |
| min in group asynchronous | 3 | uart_sampler_inst.state[3] |
[metrics by stage]
| step | instance area (µm²) | setup slack [ns] | power, mW | util | hold slack, ns |
|---|---|---|---|---|---|
| floorplan | 1150 | 1.50 | 0.403 | - | 0.464 |
| global placement | 1240 | 0.952 | 0.409 | 0.339 | 0.482 |
| detailed placement | 1240 | 0.906 | 0.410 | 0.339 | 0.494 |
| CTS | 1290 | 0.592 | 0.633 | 0.352 | 0.517 |
| finish | 1290 | 0.612 | 0.620 | 0.352 | 0.512 |
| global route | 1290 | 0.509 | 0.657 | 0.352 | 0.532 |
[cell families after synthesis]
| family | synth area share |
|---|---|
| xor+xnor | 0.0304 |
| simple gates | 0.140 |
| compound gates | 0.0760 |
| flops | 0.587 |
| fa+ha+maj | 0.0434 |
| mux | 0.0880 |
| buf+inv | 0.0347 |
No activity file was given, so power comes from the tool's default toggle rates.
